$ cat ./config.mk
export PLATFORM = sky130hd
export DESIGN_NAME = ModAdder
export DESIGN_NICKNAME = ModAdder
export VERILOG_FILES = /design/flow/design.v
export SDC_FILE = /design/flow/constraint.sdc
export NUM_CORES = 4
export LEC_CHECK = 1
export CORE_AREA = 10 10 297 297
export DIE_AREA = 0 0 307 307
$ cat ./constraint.sdc
current_design ModAdder

set clk_period 144.8
set clk_io_pct 0.2

create_clock -name clk0 -period $clk_period

set non_clock_inputs [all_inputs -no_clocks]
set_input_delay [expr $clk_period * $clk_io_pct] -clock clk0 $non_clock_inputs
set_output_delay [expr $clk_period * $clk_io_pct] -clock clk0 [all_outputs]
$ cat ./design.v
module ModAdder #(
    parameter DATA_WIDTH = 255,
    parameter MODULUS = 255'h73eda753299d7d483339d80809a1d80553bda402fffe5bfeffffffff00000001,
    parameter MOD_COMPENSATION = 255'hc1258acd66282b7ccc627f7f65e27faac425bfd0001a40100000000ffffffff
)(
    input  wire [DATA_WIDTH-1:0] op1_i,
    input  wire [DATA_WIDTH-1:0] op2_i,
    output wire [DATA_WIDTH-1:0] res_o
    );
    wire carry1,carry2;
    wire [DATA_WIDTH-1:0] res1, res2;
    assign {carry1, res1} = op1_i + op2_i;
    assign {carry2, res2} = res1  + MOD_COMPENSATION;
    assign res_o = (carry1 | carry2) ? res2 : res1;
endmodule
$ cat ./run.sh
#!/bin/bash
# OpenROAD 26Q1-2900-gdf79404cd8, Yosys 0.63+post, stock flow scripts
make -C /OpenROAD-flow-scripts/flow DESIGN_CONFIG=/design/flow/config.mk WORK_HOME=/design/flow/orfs finish
==> results.txt <==
flow finished, numbers: tool warnings 32, Tcrit/Tclk final between 40% and 50%, Max rail drop VDD 0.004410 mV, First-pass DRT Iterations 7, # port buffers about 770, fraction of layout cells with a size suffix above 1 4.045%, GRT Overall Usage 40.39%, Slew Limit Fails 0, CTS Hold Bufs 0, Cell area leaders ha_1, a21oi_1, xnor2_1, post-synth top area share under 10%, min-delay src op2_i[0], RSZ-0062 raised after global routing no, LEAKAGE 14.51 nW, min Tclk post-route 69.10 ns, final hold violation count 0, storage element area 0 sq um, element type at the critical path start input port, total power a little over 300 uW, Switching Power 184.2 uW, # Cells Yosys 5149, antenna-violating nets left 0, Rows 105, Worst Path Required 115.84 ns, chip width about 300 um, DR iter-0 viols between 4000 and 5000, Setup Crit Path Kind in2out, drt drc 0, chip height 307 um, # clk buffers 0, first-pass GRT wire length 286000 um, total vias in the final route 45026, Avg WL per Cell between 20 and 30 um, total die area 94250 sq um, initial antenna violation count 9, post-CTS setup repair buffer count 0, number of global-route vias before repair 43106, CP Capture Type output port, area grow syn2layout 26.40%, PD cells 7.630 nW/um^2, FP Util between 30% and 40%, sequential-to-total area share from yosys stat 0%, post-CTS resize count 0, slew margin rel. 6.975%, Seq cells 0, core area 81850 sq um, crit path max fanout 55, Vias per Instance 6.615, class of the worst hold path in2out, Final setup viols 0, outcome complete, no violations, Cell Area, Synth 32040 sq um, Worst EP arrival between 40 and 50 ns, GRT overflow 0, drt total wl between 150000 and 200000 um, Int Pwr 124.8 uW, Setup TNS 0 ns, synthesized area per cell just over 6 sq um, warnings from Yosys 0, achievable clock frequency about 0.014 GHz, switching part of the total power 59.61%, pin count of the biggest net entering global routing 56, Placer Congestion 1.201, Tightest Pin Transition about 1.4 ns, post-synthesis cell count 5149, Synth cell types 124, hpwl dp about 180000 um, Crit. Startpoint op1_i[59], MaxCap Viol Count 0, Yosys Chip Area 32040 sq um, I/O pin total 765, final-layout fill cell count 8491, largest area contributor in the netlist ha_1
Yosys cell counts, types with 54 or more instances:
cell      number
o21ai_0      366
xnor2_1      272
a21oi_1      556
o211ai_1      56
xor2_1       174
ha_1         256
o21bai_1      63
nor3_1       196
a21o_1       138
clkbuf_1     128
nor2_1       531
o21a_1        58
nand3_1      157
nor4_1        96
or3_1         54
o31ai_1       75
nand2_1      573
buf_2        126
nand4_1      244
inv_1        102
and2_1        55
metrics by stage:
stage | setup WS (ns) | cell area (sq um) | std cells | utilization (%) | hold WS [ns]
2_1_floorplan | 81.13 | 32040 | 5149 | - | 58.12
3_3_place_gp | 76.25 | 40500 | 6805 | 49.48 | 59.17
3_5_place_dp | 76.36 | 40500 | 6805 | 49.48 | 59.17
4_1_cts | 76.28 | 40500 | 6805 | 49.48 | 59.19
5_1_grt | 75.57 | 40500 | 6805 | 49.48 | 59.19
6_report | 75.70 | 40500 | 6807 | 49.48 | 59.17
placed cells by master, fill, tap and decap left out, types with 102 or more instances in the layout:
cell and n:
inv_1 102, nor2_1 531, nand2_1 573, o21ai_0 366, a21oi_1 556, nand3_1 157, xnor2_1 272, xor2_1 174
a21o_1 138, clkdlybuf4s50_1 765, nor3_1 196, ha_1 256, nand4_1 244
critical path, stage by stage:
cell and delay, ns:
clkdlybuf4s50_1 0.41, ha_1 0.44, a21oi_1 0.37, o21ai_0 0.38
a21oi_1 0.49, o21ai_0 0.28, a221oi_1 0.93, nand2_1 0.41
xor2_1 0.69, nand4_1 0.40, nor4b_4 0.72, nand3_1 0.24
a2111oi_2 0.62, o31ai_2 0.17, a21oi_1 0.31, a211oi_2 0.16
o21bai_1 0.17, a21oi_1 0.16, inv_2 0.14, a21boi_2 0.14
nor4b_4 0.45, a21bo_4 0.68, buf_4 0.67, nand2b_1 0.18
a211oi_1 0.30, xor2_1 0.62, clkdlybuf4s50_1 0.62
metal layers:
metal	share of wire, %	routed length (um)	global-route usage, %
met2	46	91590	66.87
met1	37	73300	46.55
met4	8.0	15960	25.88
met5	0.035	70	0
met3	9.0	17920	9.069
cell families (layout without fill, tap and decap cells):
family          after synthesis  after routing  synth area share (%)
simple gates               2281           2281                 36.06
fa+ha+maj                   257            257                 10.06
mux                          19             19                0.6130
compound gates             1777           1777                 36.04
xor+xnor                    448            448                 12.33
other cells                   0              2                     0
buf+inv                     367            953                 4.897
power groups by stage:
| stage | Sequential [mW] | Combinational [mW] | Clock (mW) |
|---|---|---|---|
| after global routing | 0 | 0.325 | 0 |
| after CTS | 0 | 0.302 | 0 |
final timing paths:
| path | end | slack (ns) | cells after the start |
|---|---|---|---|
| setup / recovery | res_o[103] | 75.70 | 27 |
| hold / removal | res_o[0] | 59.17 | 4 |
layout make-up:
type	count	area (sq um)	share of cell area (%)
inverter	103	386.6	0.9546
multi-input combinational	4782	30470	75.24
timing repair buffer	850	8295	20.48
tap	1070	1339	3.306
antenna	2	5.005	0.01236
Power figures rest on the tool's default switching activity, not on a simulated workload.
