===== flow/run.sh =====
#!/bin/bash
# OpenROAD 26Q1-2900-gdf79404cd8, Yosys 0.63+post, stock flow scripts
make -C /OpenROAD-flow-scripts/flow DESIGN_CONFIG=/design/flow/config.mk WORK_HOME=/design/flow/orfs finish

===== flow/config.mk =====
export PLATFORM = sky130hd
export DESIGN_NAME = OneBitFullAdderArray
export DESIGN_NICKNAME = OneBitFullAdderArray
export VERILOG_FILES = /design/flow/design.v
export SDC_FILE = /design/flow/constraint.sdc
export NUM_CORES = 4
export LEC_CHECK = 1
export CORE_UTILIZATION = 40

===== flow/constraint.sdc =====
current_design OneBitFullAdderArray

set clk_period 556.8
set clk_io_pct 0.2

create_clock -name clk0 -period $clk_period

set non_clock_inputs [all_inputs -no_clocks]
set_input_delay [expr $clk_period * $clk_io_pct] -clock clk0 $non_clock_inputs
set_output_delay [expr $clk_period * $clk_io_pct] -clock clk0 [all_outputs]

===== flow/design.v =====
module OneBitFullAdderVec #(
    parameter DATA_WIDTH = 256
)(
    input [DATA_WIDTH-1:0] op1_i,
    input [DATA_WIDTH-1:0] op2_i,
    input [DATA_WIDTH-1:0] op3_i,
    output[DATA_WIDTH-1:0] sum_o,
    output[DATA_WIDTH-1:0] carry_o
);
    genvar i;
    generate
        for(i=0; i<DATA_WIDTH; i=i+1) begin: OneBitAdders
            assign {carry_o[i],sum_o[i]} = op1_i[i] + op2_i[i] + op3_i[i];
        end
    endgenerate
endmodule
module OneBitFullAdderArray #(
    parameter MODULUS = 255'h73eda753299d7d483339d80809a1d80553bda402fffe5bfeffffffff00000001,
    parameter ROW_NUM = 17,
    parameter DATA_WIDTH = 255
)
(
    input wire [ROW_NUM-1:0]    x_temp_i,
    input wire [DATA_WIDTH-1:0] y_temp_i,
    input wire [DATA_WIDTH  :0] y_add_m_i,
    input wire [DATA_WIDTH  :0] sum_i,
    input wire [DATA_WIDTH  :0] carry_i,
    output wire [DATA_WIDTH :0] sum_o,
    output wire [DATA_WIDTH :0] carry_o
    );
    wire [DATA_WIDTH:0] carry_connections [ROW_NUM:0];
    wire [DATA_WIDTH:0] sum_connections   [ROW_NUM:0];
    assign carry_connections[0] = carry_i;
    assign sum_connections[0] = sum_i;
    genvar i;
    generate
        for(i=0; i<ROW_NUM; i=i+1) begin: OneBitFullAdderVecs
            wire [DATA_WIDTH:0] adder_op1, adder_op2, adder_op3;
            assign adder_op1 = {1'b0, sum_connections[i][DATA_WIDTH:1]};
            assign adder_op2 = carry_connections[i];
            wire select_M  = ~x_temp_i[i] &  (adder_op1[0] ^ adder_op2[0]);
            wire select_Y  =  x_temp_i[i] & ~(adder_op1[0] ^ adder_op2[0] ^ y_temp_i[0]);
            wire select_MY =  x_temp_i[i] &  (adder_op1[0] ^ adder_op2[0] ^ y_temp_i[0]);
            assign adder_op3 = {1'b0, { DATA_WIDTH {select_M} } & MODULUS } |
                               {1'b0, { DATA_WIDTH {select_Y} } & y_temp_i} |
                                  ( {DATA_WIDTH+1{select_MY}} & y_add_m_i ) ;  
            OneBitFullAdderVec adder_vec_inst(
                .op1_i(adder_op1),
                .op2_i(adder_op2),
                .op3_i(adder_op3),
                .sum_o(sum_connections[i+1]),
                .carry_o(carry_connections[i+1])
            );
        end
    endgenerate
    assign carry_o = carry_connections[ROW_NUM];
    assign sum_o   = sum_connections[ROW_NUM];
endmodule
module OneBitFullAdderArraySim #(
    parameter MODULUS = 255'h73eda753299d7d483339d80809a1d80553bda402fffe5bfeffffffff00000001,
    parameter ROW_NUM = 5,
    parameter DATA_WIDTH = 255
)
(
    input wire [ROW_NUM-1:0]    x_temp_i,
    input wire [DATA_WIDTH-1:0] y_temp_i,
    input wire [DATA_WIDTH  :0] y_add_m_i,
    input wire [DATA_WIDTH  :0] adder_res_i,
    output wire [DATA_WIDTH :0] adder_res_o
    );
    wire [DATA_WIDTH:0] res_connections [ROW_NUM:0];
    assign res_connections[0] = adder_res_i;
    genvar i;
    generate
        for(i=0; i<ROW_NUM; i=i+1) begin: OneBitFullAdderVecs
            wire [DATA_WIDTH:0] adder_op1, adder_op2;
            wire [DATA_WIDTH+1:0] adder_res;
            assign adder_op1 = res_connections[i];
            wire select_M  = ~x_temp_i[i] & adder_op1[0];
            wire select_Y  =  x_temp_i[i] & ~(adder_op1[0] ^ y_temp_i[0]);
            wire select_MY =  x_temp_i[i] &  (adder_op1[0] ^ y_temp_i[0]);
            assign adder_op2 = {1'b0, { DATA_WIDTH {select_M} } & MODULUS } |
                               {1'b0, { DATA_WIDTH {select_Y} } & y_temp_i} |
                                  ( {DATA_WIDTH+1{select_MY}} & y_add_m_i ) ;  
            assign adder_res = adder_op1 + adder_op2;
            assign res_connections[i+1] = adder_res[DATA_WIDTH+1:1];
        end
    endgenerate
    assign adder_res_o = res_connections[ROW_NUM];
endmodule

==> out/qor.log <==
qor: timing.hold_ws 223.88 ns
qor: die.die_height 666 um
qor: die.fp.coreArea 438000 um2
qor: timing.timing.slew.headroom -0.0330
qor: min_path.holdCritPathClass input port to output pin
qor: power_and_ir_drop.leakage_power 69.4 nW
qor: run.openroad.warnings 47
qor: die.die-area 443000 um2
qor: setup_path.worst_path_slowest_cell xnor3_4
qor: timing.final_max_slew_viol_count 1
qor: power_and_ir_drop.power_switching_share 0.551
qor: drt.drtIter0Drc 18100
qor: synth.post_synth_instance_area 176000 um2
qor: drt.route.detailed.drc 0
qor: synth.area_leaders fa_1, a221oi_1, clkbuf_1
qor: setup_path.critical_path.n_buffers_inverters 14
qor: power_and_ir_drop.p_int 482 mW
qor: die.dieWidth 666 um
qor: timing.fmax 3.76 MHz
qor: setup_path.timing.critical_path.arrival 154.36 ns
qor: status.violations slew limit
qor: setup_path.cp_data_required_time 445.44 ns
qor: drt.drtAntennaViolNets 0
qor: setup_path.critical_path.endpoint_type output pin
qor: place.dpl-instance-area 195000 um2
qor: die.pin_count 1552
qor: cells_and_area.syn_to_final_growth 11.1%
qor: cells_and_area.flops 0
qor: timing.tightestPinTransition 1.55 ns
qor: synth.synth_stat.cells 18900
qor: cells_and_area.ratio_of_cells_with_drive_above_1_in_the_final_layout 0.0910
qor: cells_and_area.layout.cell_area.non_filler 196000 um2
qor: synth.synthCells 18900
qor: setup_path.worst_setup_path_start_kind input port
qor: drt.wire_per_inst 41.7 um
qor: place.hpwlAfterDp 741 mm
qor: place.placement.io_buffers 1551
qor: timing.final_setup_viols 0
qor: cells_and_area.area.combinational 161000 um2
qor: grt.grt_antenna_before_repair 232
qor: grt.grt-ovfl-total 0
qor: setup_path.crit_family simple AND/OR/NAND/NOR gates
qor: timing.accumulated_negative_setup_slack 0 ns
qor: timing.timing_hold_violations_final 0
qor: setup_path.crit_cells 110
qor: cells_and_area.lay_top_cells fa_1, a221oi_1, nor2_1
qor: clocking.cts-resized-gates 0
qor: setup_path.cp_common_cell fa_1
qor: setup_path.timing.setup.critical_path_class input port to output pin
qor: die.floorplan.core_util 0.402
qor: timing.rsz0062_at_grt no
qor: cells_and_area.seq_area 0 um2
qor: clocking.holdBufCountCts 0
qor: synth.synthDistinctLibCells 77
qor: cells_and_area.n_clock_buffer 0
qor: run.cap_violations 0
qor: synth.post_synth.cell_area_avg 9.33 um2
qor: cells_and_area.nFillCells 41800
qor: place.gp_congestion 1.07
qor: power_and_ir_drop.power_switching 591 mW
qor: synth.ys_seq_share 0
qor: min_path.whs_path_depth 4
qor: die.std_cell_rows 243
qor: timing.period_minus_slack 265.72 ns
qor: synth.yosysWarningCount 1
qor: synth.yosys.area.top_type fa_1
qor: power_and_ir_drop.vdd_drop_max 11800 uV
qor: timing.min_period_over_period 0.477
qor: clocking.postCtsSetupBuffers 0
qor: power_and_ir_drop.power-per-cell-area 5490 nW/um2
qor: grt.grt_pass1_vias 174000
qor: setup_path.critical_path.max_fanout 48
qor: grt.maximum_number_of_pins_on_one_net_before_global_route_repair 134
qor: setup_path.slowest_delay 0.95 ns
qor: cells_and_area.final_common_cell fa_1
qor: grt.overall_global_routing_usage 0.486
qor: synth.post-synth-top-area-fraction 0.491
qor: grt.first_pass_grt_wire_length 1410 mm
qor: drt.routed-via-count 173000
qor: drt.finalWirelength 1020 mm
qor: drt.viasPerCell 7.12
qor: drt.drt_pre_antenna_iters 9
qor: synth.yosysChipArea 176000 um2
qor: status.run_status complete, but fails checks
-- cell usage after synthesis (377+ instances only) --
master / number
fa_1: 4319
clkbuf_1: 2493
a221oi_1: 2154
nor2_1: 1689
a22oi_1: 1200
inv_1: 1065
nand2_1: 1008
o22ai_1: 526
a31oi_1: 469
o221ai_1: 464
buf_2: 409
and3_1: 377
-- worst min-delay path: cells and delay by family --
family / cells / cell delay, ns
AND/OR/NAND/NOR: 1 / 0.22
adder cells (fa/ha/maj): 1 / 0.13
buffers and inverters: 2 / 0.72
-- stage by stage --
step	cells	util	setup WS (ns)	total power, mW
2_1_floorplan	18900	-	303.64	803
3_3_place_gp	24200	0.445	292.95	1090
3_5_place_dp	24200	0.445	292.89	1100
4_1_cts	24200	0.445	292.69	1090
5_1_grt	24300	0.446	290.66	1140
6_report	24400	0.447	291.08	1070
-- final timing paths --
check         start    endpoint  slack (ns)
max      carry_i[0]    sum_o[2]      291.08
min    x_temp_i[16]  sum_o[255]      223.88
-- final cells by class --
class / instances / share of cell area
Multi-Input combinational cell: 14700 / 0.822
Timing Repair Buffer: 2503 / 0.117
Tap cell: 5880 / 0.0376
Inverter: 1065 / 0.0205
Antenna cell: 212 / 0.00271
-- cell families (layout without fill, tap and decap cells) --
family	count (synthesis)	in the layout	share of synthesized area
compound gates	6092	6092	0.269
fa+ha+maj	4352	4352	0.493
buf+inv	4178	3568	0.0926
simple gates	3480	3480	0.0853
mux	756	756	0.0580
xor+xnor	32	32	0.00234
other cells	0	212	0
-- metal layers --
layer  vias to the layer above  routed length (um)  track usage
li1                      67300                   -            -
met1                     88400              310000        0.539
met2                     14100              420000        0.642
met3                      3479              171000        0.323
met4                       164              112000        0.399
met5                         -                3810       0.0650
Power is estimated from default activity; no workload was simulated.
